**./design.v**
```verilog
module Binary_To7Segment
    (input i_Clk,
     input [3:0] i_Binary_Num,
     output      o_Segment_A,
     output      o_Segment_B,
     output      o_Segment_C,
     output      o_Segment_D,
     output      o_Segment_E,
     output      o_Segment_F,
     output      o_Segment_G);
    reg [6:0] r_Hex_Encoding = 7'h00;
    always @(posedge i_Clk)
        begin
            case (i_Binary_Num)
                4'b0000 : r_Hex_Encoding <= 7'h7E;
                4'b0001 : r_Hex_Encoding <= 7'h30;
                4'b0010 : r_Hex_Encoding <= 7'h6D;
                4'b0011 : r_Hex_Encoding <= 7'h79;
                4'b0100 : r_Hex_Encoding <= 7'h33;
                4'b0101 : r_Hex_Encoding <= 7'h5B;
                4'b0110 : r_Hex_Encoding <= 7'h5F;
                4'b0111 : r_Hex_Encoding <= 7'h70;
                4'b1000 : r_Hex_Encoding <= 7'h7F;
                4'b1001 : r_Hex_Encoding <= 7'h7B;
                4'b1010 : r_Hex_Encoding <= 7'h77;
                4'b1011 : r_Hex_Encoding <= 7'h1F;
                4'b1100 : r_Hex_Encoding <= 7'h4E;
                4'b1101 : r_Hex_Encoding <= 7'h3D;
                4'b1110 : r_Hex_Encoding <= 7'h4F;
                4'b1111 : r_Hex_Encoding <= 7'h47;
            endcase
        end  
    assign o_Segment_A = r_Hex_Encoding[6];
    assign o_Segment_B = r_Hex_Encoding[5];
    assign o_Segment_C = r_Hex_Encoding[4];
    assign o_Segment_D = r_Hex_Encoding[3];
    assign o_Segment_E = r_Hex_Encoding[2];
    assign o_Segment_F = r_Hex_Encoding[1];
    assign o_Segment_G = r_Hex_Encoding[0];
endmodule  
module Debounce_Switch
    (input i_Clk,
    input i_Switch,
    output o_Switch);
    parameter c_DEBOUNCE_LIMIT = 250000;  
    reg r_State = 1'b0;
    reg [17:0] r_Count = 0;
    always @(posedge i_Clk)
    begin
        if (i_Switch !== r_State && r_Count < c_DEBOUNCE_LIMIT)
            r_Count <= r_Count + 1;  
        else if (r_Count == c_DEBOUNCE_LIMIT)
            begin
                r_Count <= 0;
                r_State <= i_Switch;
            end
        else
            r_Count <= 0;
    end
    assign o_Switch = r_State;
endmodule  
module Project_7_Segment_Top
    (input i_Clk,
     input i_Switch_1,
     output o_Segment2_A,
     output o_Segment2_B,
     output o_Segment2_C,
     output o_Segment2_D,
     output o_Segment2_E,
     output o_Segment2_F,
     output o_Segment2_G
     );
    wire w_Switch_1;
    reg  r_Switch_1 = 1'b0;
    reg [3:0] r_Count = 4'b0000;
    wire w_Segment2_A;
    wire w_Segment2_B;
    wire w_Segment2_C;
    wire w_Segment2_D;
    wire w_Segment2_E;
    wire w_Segment2_F;
    wire w_Segment2_G;
    Debounce_Switch Debounce_Switch_Inst
        (.i_Clk(i_Clk),
         .i_Switch(i_Switch_1),
         .o_Switch(w_Switch_1));
    always @(posedge i_Clk)
    begin
        r_Switch_1 <= w_Switch_1;
        if (w_Switch_1 == 1'b1 && r_Switch_1 == 1'b0)
        begin
            if (r_Count == 9)
                r_Count <= 0;
            else
                r_Count <= r_Count + 1;
        end
    end  
    Binary_To7Segment Inst
        (.i_Clk(i_Clk),
         .i_Binary_Num(r_Count),
         .o_Segment_A(w_Segment2_A),
         .o_Segment_B(w_Segment2_B),
         .o_Segment_C(w_Segment2_C),
         .o_Segment_D(w_Segment2_D),
         .o_Segment_E(w_Segment2_E),
         .o_Segment_F(w_Segment2_F),
         .o_Segment_G(w_Segment2_G));
    assign o_Segment2_A = ~w_Segment2_A;
    assign o_Segment2_B = ~w_Segment2_B;
    assign o_Segment2_C = ~w_Segment2_C;
    assign o_Segment2_D = ~w_Segment2_D;
    assign o_Segment2_E = ~w_Segment2_E;
    assign o_Segment2_F = ~w_Segment2_F;
    assign o_Segment2_G = ~w_Segment2_G;
endmodule  
```
**./run.sh**
```bash
#!/bin/bash
# OpenROAD 26Q1-2900-gdf79404cd8, Yosys 0.63+post, stock flow scripts
make -C /OpenROAD-flow-scripts/flow DESIGN_CONFIG=/design/flow/config.mk WORK_HOME=/design/flow/orfs finish
```
**./config.mk**
```make
export PLATFORM = sky130hd
export DESIGN_NAME = Project_7_Segment_Top
export DESIGN_NICKNAME = Project_7_Segment_Top
export VERILOG_FILES = /design/flow/design.v
export SDC_FILE = /design/flow/constraint.sdc
export NUM_CORES = 4
export LEC_CHECK = 1
export CORE_AREA = 10 10 106 106
export DIE_AREA = 0 0 116 116
```
**./constraint.sdc**
```tcl
current_design Project_7_Segment_Top

set clk_period 2.7
set clk_io_pct 0.2

create_clock -name clk0 -period $clk_period [get_ports {i_Clk}]

set non_clock_inputs [all_inputs -no_clocks]
set_input_delay [expr $clk_period * $clk_io_pct] -clock clk0 $non_clock_inputs
set_output_delay [expr $clk_period * $clk_io_pct] -clock clk0 [all_outputs]
```
==> qor.txt <==
Status - finished clean
Peak VDD IR - 0.000259 V
Final antenna-violating net count - 0
WP data arrival - 1.80 ns
Post-cts hold buffer count - 0
First-pass GRT wire length - 4.38 mm
Seq share, synth - 43.8%
Synth flops - 31
Cells on worst reg2reg path - 4
Clk_skew - 0.00931 ns
Worst slew pin tran - 0.714 ns
Routed len/inst - 8.90 um
Vias in the first global route - 973
Worst R2R Setup Slack - 1.03 ns
Synth top area cells - dfxtp_1 34%, edfxtp_1 9.8%, ha_1 8.2%, xnor2_1 6.9%, nor2_1 6.4%
Total number of vias - 1099
Die span in x - 116 um
RSZ-0062 raised after global routing - false
Post-Syn Area per Cell - 8.91 sq um
Fin area - 0.00180 sq mm
Hold Crit Start - Debounce_Switch_Inst.r_State$_DFFE_PP_
Pre-CTS WS - 0.969 ns
R2R Path Start - Debounce_Switch_Inst.r_Count[14]$_SDFF_PN0_
Final Cycle Share - 61.8%
Max capacitance violation total - 0
CTS Buffer Depth - 2
Clk sink count - 31
First-pass iteration count of the detailed router - 6
Most frequent cells in the layout - 26 x dfxtp_1, 26 x nor2_1, 18 x inv_1
Placeable Area - 0.00885 sq mm
Number of antenna violations at the first check in global routing - 0
Std cell rows - 34
Vias per inst - 3.80
Filler Cells Inserted - 971
CP startpoint kind - flip-flop
DP Area - 0.00171 sq mm
Pin count of the biggest net entering global routing - 19
CTS tree - yes
Antenna Cells - 0
Clock Pin Slew Worst Setup and Hold Paths - 0.07 ns
Clk ins delay skew pair - 0.28 ns
IO Pins - 9
Cell taking the most area after synthesis - dfxtp_1
EDFF count, synth - 5
Htree depth - 2
Yosys chip area - 0.00153 sq mm
DRT iter0 DRCs - 33
Synth warnings - 3
Post-CTS setup buffers - 0
Final GP Congestion - 0.887
Power density cells - 477 mW/mm^2
Chip area - 0.0135 sq mm
Worst R2R End - Debounce_Switch_Inst.r_Count[11]$_SDFF_PN0_
Tally of buffers added on design ports - 8
P_int - 684 uW
Critical Path RT - 2.83 ns
Flop pwr share - 55.3%
Hold crit path type - flip-flop to flip-flop
OpenROAD warning count - 33
Main synth FF type - dfxtp_1
Final worst slack - 1.03 ns
Total power - 861 uW
Top cell area share - 34.0%
Hold Crit Depth - 0
Pre-Place Util - 17.3%
Worst-path fanout max - 18
Hold Violations, Final - 0
Post-synth design cell area - 0.00153 sq mm
Vert. Die Dim - 116 um
Remaining Overflow, GRT - 0
Layout cells sized above 1 - 6.08%
Root buffer cell - clkbuf_8
Cell Type Count - 32
Num CTS Buffers - 5
Final critical-path required period - 1.67 ns
Post-cts resize count - 0
DRC - 0
Setup violators final - 0
Worst Hold End - r_Switch_1$_DFF_P_
Max frequency - 599 MHz
Sw Share - 20.6%
Clk pwr share - 42.7%
Net switching power - 177 uW
Leakage - 0.654 nW
Critical path class - flip-flop to flip-flop
Final WL - 2.57 mm
Setup crit end kind - flip-flop
Combinational power share - 2.0%
Post-detail-place hpwl - 1.82 mm
Final-report max-slew violation count - 0
Ys cells - 172
Flip-flop and latch area - 671 sq um
Logic area - 759 sq um
Rel. slew slack - 52.4%
Synth Instances - 172
Gr usage total - 3.82%
FFs w/ async S/R, synth - 0%
Final TNS setup - 0 ns
Area Overhead vs Synth - 17.7%
layout make-up:
cell class | instances | share of cell area [%]
multi-input combinational | 116 | 42.1
clock inverter | 1 | 0.277
timing repair buffer | 8 | 4.44
tap | 108 | 7.49
inverter | 18 | 3.74
sequential | 31 | 37.2
clock buffer | 7 | 4.79
how the worst max path moves through the flow:
stage         depth (start not counted)  slack (ns)                                         from                                     endpoint
CTS                                   4        1.01  Debounce_Switch_Inst.r_Count[14]$_SDFF_PN0_  Debounce_Switch_Inst.r_Count[11]$_SDFF_PN0_
global route                          4        0.84  Debounce_Switch_Inst.r_Count[14]$_SDFF_PN0_  Debounce_Switch_Inst.r_Count[10]$_SDFF_PN0_
finish                                4        1.03  Debounce_Switch_Inst.r_Count[14]$_SDFF_PN0_  Debounce_Switch_Inst.r_Count[11]$_SDFF_PN0_
synthesized netlist by cell type, types with 4 or more instances:
cell	count
nor2_1	26
xnor2_1	12
nor2b_1	4
nand2_1	10
inv_1	18
xor2_1	4
nor4_1	5
a21oi_1	7
clkbuf_1	5
dfxtp_1	26
edfxtp_1	5
nand3_1	6
nand4_1	6
ha_1	10
nor3_1	5
state kept, by name, indices dropped and copies added, names as in the netlist:
register and flops:
Debounce_Switch_Inst.r_Count 18, Inst.r_Hex_Encoding 7, Debounce_Switch_Inst.r_State 1, r_Switch_1 1, r_Count 4
logic make-up (layout without fill, tap and decap cells):
family                     after synthesis  in the layout  share of synthesized area [%]
xor gates and xnor gates                16             16                           9.14
AOI/OAI and AO/OA                       21             21                           9.47
buffers and inverters                   25             34                           6.69
adders and majority gates               10             10                           8.16
and+or+nand+nor                         68             68                           22.1
muxes                                    1              1                          0.653
DFF                                     31             31                           43.8
power by group through the flow:
stage,logic (mW),registers (mW),clock network [mW]
4_1_cts,0.0171,0.476,0.379
5_1_grt,0.0194,0.477,0.401
6_report,0.0169,0.476,0.368
worst max-delay path, stage by stage, from the launching register on:
cell and delay (ns):
dfxtp_1 0.40, and3_1 0.20, nand2_1 0.13, o31ai_4 0.68, nor2_1 0.11
per-stage QoR:
step / std cells / utilization, % / hold WS (ns)
2_1_floorplan: 172 / - / 0.382
3_3_place_gp: 281 / 19.4 / 0.450
3_5_place_dp: 281 / 19.4 / 0.447
4_1_cts: 289 / 20.4 / 0.459
5_1_grt: 289 / 20.4 / 0.465
6_report: 289 / 20.4 / 0.456
layer usage:
metal,global-route usage (%),routed length [um],up-vias
met1,5.66,1420,495
li1,-,-,585
met2,5.31,981,17
met4,0.417,15,0
met3,1.47,159,2
met5,0,0,-
Power and IR drop assume default switching activity.
