<file path="flow/run.sh">
#!/bin/bash
# OpenROAD 26Q1-2900-gdf79404cd8, Yosys 0.63+post, stock flow scripts
make -C /OpenROAD-flow-scripts/flow DESIGN_CONFIG=/design/flow/config.mk WORK_HOME=/design/flow/orfs finish
</file>
<file path="flow/design.v">
module Binary_To7Segment
    (input i_Clk,
     input [3:0] i_Binary_Num,
     output      o_Segment_A,
     output      o_Segment_B,
     output      o_Segment_C,
     output      o_Segment_D,
     output      o_Segment_E,
     output      o_Segment_F,
     output      o_Segment_G);
    reg [6:0] r_Hex_Encoding = 7'h00;
    always @(posedge i_Clk)
        begin
            case (i_Binary_Num)
                4'b0000 : r_Hex_Encoding <= 7'h7E;
                4'b0001 : r_Hex_Encoding <= 7'h30;
                4'b0010 : r_Hex_Encoding <= 7'h6D;
                4'b0011 : r_Hex_Encoding <= 7'h79;
                4'b0100 : r_Hex_Encoding <= 7'h33;
                4'b0101 : r_Hex_Encoding <= 7'h5B;
                4'b0110 : r_Hex_Encoding <= 7'h5F;
                4'b0111 : r_Hex_Encoding <= 7'h70;
                4'b1000 : r_Hex_Encoding <= 7'h7F;
                4'b1001 : r_Hex_Encoding <= 7'h7B;
                4'b1010 : r_Hex_Encoding <= 7'h77;
                4'b1011 : r_Hex_Encoding <= 7'h1F;
                4'b1100 : r_Hex_Encoding <= 7'h4E;
                4'b1101 : r_Hex_Encoding <= 7'h3D;
                4'b1110 : r_Hex_Encoding <= 7'h4F;
                4'b1111 : r_Hex_Encoding <= 7'h47;
            endcase
        end  
    assign o_Segment_A = r_Hex_Encoding[6];
    assign o_Segment_B = r_Hex_Encoding[5];
    assign o_Segment_C = r_Hex_Encoding[4];
    assign o_Segment_D = r_Hex_Encoding[3];
    assign o_Segment_E = r_Hex_Encoding[2];
    assign o_Segment_F = r_Hex_Encoding[1];
    assign o_Segment_G = r_Hex_Encoding[0];
endmodule  
module Debounce_Switch
    (input i_Clk,
    input i_Switch,
    output o_Switch);
    parameter c_DEBOUNCE_LIMIT = 250000;  
    reg r_State = 1'b0;
    reg [17:0] r_Count = 0;
    always @(posedge i_Clk)
    begin
        if (i_Switch !== r_State && r_Count < c_DEBOUNCE_LIMIT)
            r_Count <= r_Count + 1;  
        else if (r_Count == c_DEBOUNCE_LIMIT)
            begin
                r_Count <= 0;
                r_State <= i_Switch;
            end
        else
            r_Count <= 0;
    end
    assign o_Switch = r_State;
endmodule  
module Enhanced_7_Segment_Top
    (input i_Clk,
     input i_Switch_1,
     output o_Segment1_A,
     output o_Segment1_B,
     output o_Segment1_C,
     output o_Segment1_D,
     output o_Segment1_E,
     output o_Segment1_F,
     output o_Segment1_G,
     output o_Segment2_A,
     output o_Segment2_B,
     output o_Segment2_C,
     output o_Segment2_D,
     output o_Segment2_E,
     output o_Segment2_F,
     output o_Segment2_G
     );
    wire w_Switch_1;
    reg  r_Switch_1 = 1'b0;
    reg [3:0] r_Count = 4'b0000;
    reg [3:0] r_Count2 = 4'b0000;
    wire w_Segment1_A;
    wire w_Segment1_B;
    wire w_Segment1_C;
    wire w_Segment1_D;
    wire w_Segment1_E;
    wire w_Segment1_F;
    wire w_Segment1_G;
    wire w_Segment2_A;
    wire w_Segment2_B;
    wire w_Segment2_C;
    wire w_Segment2_D;
    wire w_Segment2_E;
    wire w_Segment2_F;
    wire w_Segment2_G;
    Debounce_Switch Debounce_Switch_Inst
        (.i_Clk(i_Clk),
         .i_Switch(i_Switch_1),
         .o_Switch(w_Switch_1));
    always @(posedge i_Clk)
    begin
        r_Switch_1 <= w_Switch_1;
        if (w_Switch_1 == 1'b1 && r_Switch_1 == 1'b0)
        begin
            if (r_Count == 9 && r_Count2 == 9)
            begin
                r_Count <= 0;
                r_Count2 <= 0;
            end
            else if (r_Count == 9)
            begin
                r_Count <= 0;
                r_Count2 <= r_Count2 + 1;
            end
            else
                r_Count <= r_Count + 1;
        end
    end  
    Binary_To7Segment Inst1
        (.i_Clk(i_Clk),
         .i_Binary_Num(r_Count),
         .o_Segment_A(w_Segment2_A),
         .o_Segment_B(w_Segment2_B),
         .o_Segment_C(w_Segment2_C),
         .o_Segment_D(w_Segment2_D),
         .o_Segment_E(w_Segment2_E),
         .o_Segment_F(w_Segment2_F),
         .o_Segment_G(w_Segment2_G));
    Binary_To7Segment Inst2
        (.i_Clk(i_Clk),
         .i_Binary_Num(r_Count2),
         .o_Segment_A(w_Segment1_A),
         .o_Segment_B(w_Segment1_B),
         .o_Segment_C(w_Segment1_C),
         .o_Segment_D(w_Segment1_D),
         .o_Segment_E(w_Segment1_E),
         .o_Segment_F(w_Segment1_F),
         .o_Segment_G(w_Segment1_G));
    assign o_Segment1_A = ~w_Segment1_A;
    assign o_Segment1_B = ~w_Segment1_B;
    assign o_Segment1_C = ~w_Segment1_C;
    assign o_Segment1_D = ~w_Segment1_D;
    assign o_Segment1_E = ~w_Segment1_E;
    assign o_Segment1_F = ~w_Segment1_F;
    assign o_Segment1_G = ~w_Segment1_G;
    assign o_Segment2_A = ~w_Segment2_A;
    assign o_Segment2_B = ~w_Segment2_B;
    assign o_Segment2_C = ~w_Segment2_C;
    assign o_Segment2_D = ~w_Segment2_D;
    assign o_Segment2_E = ~w_Segment2_E;
    assign o_Segment2_F = ~w_Segment2_F;
    assign o_Segment2_G = ~w_Segment2_G;
endmodule  
</file>
<file path="flow/config.mk">
export PLATFORM = sky130hd
export DESIGN_NAME = Enhanced_7_Segment_Top
export DESIGN_NICKNAME = Enhanced_7_Segment_Top
export VERILOG_FILES = /design/flow/design.v
export SDC_FILE = /design/flow/constraint.sdc
export NUM_CORES = 4
export LEC_CHECK = 1
export CORE_UTILIZATION = 40
</file>
<file path="flow/constraint.sdc">
current_design Enhanced_7_Segment_Top

set clk_period 2.5
set clk_io_pct 0.2

create_clock -name clk0 -period $clk_period [get_ports {i_Clk}]

set non_clock_inputs [all_inputs -no_clocks]
set_input_delay [expr $clk_period * $clk_io_pct] -clock clk0 $non_clock_inputs
set_output_delay [expr $clk_period * $clk_io_pct] -clock clk0 [all_outputs]
</file>
==> flow_metrics.py <==
# Auto-generated metrics
metrics = {
    "critical_path": {
        "critPathLaunchType": "flip-flop",
        "required_ns": 2.64,
        "end_kind": "flip-flop",
        "path_class": "reg -> reg",
        "r2r_cells": 4,
        "r2r_slack_ns": 0.83,
        "r2r_start": "Debounce_Switch_Inst.r_Count[7]$_SDFF_PN0_",
        "critPathMaxFanout": 18,
        "r2r_end": "Debounce_Switch_Inst.r_Count[14]$_SDFF_PN0_",
        "arrival_ns": 1.82,
    },
    "synth": {
        "edf_count": 9,
        "yosys-stat-cells": 238,
        "ys_types": 34,
        "syn_inst": 238,
        "async_reset_ff_share_pct": 0,
        "ys_sh_adder_pct": 10.5,
        "top_area_share_pct": 30.9,
        "synth.mux.area_fraction_pct": 0.937,
        "ff_type": "dfxtp_1",
        "most_common_cell": "nor2_1",
        "synth_xor_xnor_area_share_pct": 7.38,
        "yosysWarnings": 3,
        "yosys-stat-area_sq_um": 2140,
        "synthSimpleGateAreaFrac_pct": 21.5,
        "ys_ff": 42,
        "ys_seq_share_pct": 43.6,
        "netlist_top_cells_area": "dfxtp_1, edfxtp_1, ha_1",
        "top_area_cell": "dfxtp_1",
        "yosys-top-cells-count": "nor2_1, dfxtp_1, inv_1",
        "netlist_area_sq_um": 2140,
        "ys_sh_aoi_pct": 9.55,
        "syn_area_per_cell_sq_um": 8.97,
        "synthTopLogicFamily": "simple AND/OR/NAND/NOR gates",
    },
    "global_routing": {
        "gr-total-overflow": 0,
        "grt_pass1_wl_mm": 5.80,
        "antenna_found_initial": 0,
        "grt_max_degree": 19,
        "grt_usage_pct": 13.5,
        "grt_pass1_vias": 1349,
    },
    "floorplanning": {
        "pin_count": 16,
        "core_sq_um": 5140,
        "die_y_um": 75.1,
        "dieArea_sq_um": 5640,
        "die_w_um": 75.1,
        "rows": 26,
        "fp_util_pct": 41.6,
    },
    "power_and_ir_drop": {
        "power.internal_mw": 0.922,
        "p_sw_share_pct": 20.7,
        "ir_worst_vdd_v": 0.000261,
        "p_per_area_nw_per_um2": 477,
        "clkPwrFrac_pct": 38.6,
        "combPwrFrac_pct": 1.5,
        "p_seq_share_pct": 59.9,
        "power_leakage_nw": 1.01,
        "power.switching_mw": 0.241,
    },
    "clock_network": {
        "clockBufferDepth": 2,
        "postCtsSetupBuffers": 0,
        "clockRootBuffer": "clkbuf_8",
        "clock.latency.late_pin_ns": 0.29,
        "clk_pin_slew_worst_paths_ns": 0.08,
        "hold_buffers": 0,
        "cts_tree": "built",
        "clkSinkCount": 42,
        "cts_htree_levels": 2,
        "cts_buffers": 5,
        "cts_resized": 0,
    },
    "sta": {
        "rsz0062_at_grt": "false",
        "finClkSkew_ns": 0.00798,
        "setup_tns_ns": 0,
        "min_period_ns": 1.67,
        "slew_violations": 0,
        "setup_violations": 0,
        "max_freq_ghz": 0.597,
        "relSlewSlack_pct": 50.6,
        "finalCritPeriodShare_pct": 67.0,
        "worstMarginPinSlew_ns": 0.740,
        "report.final.hold_viol_count": 0,
    },
    "worst_hold_path": {
        "holdPathEnd": "r_Switch_1$_DFF_P_",
        "holdPathStages": 0,
        "hold_class": "reg -> reg",
        "min_from": "Debounce_Switch_Inst.r_State$_DFFE_PP_",
    },
    "drt": {
        "wirelength_mm": 3.28,
        "antenna_cells": 0,
        "via_count": 1523,
        "drc_errors": 0,
        "drt_first_iter_violations": 45,
        "vias_per_cell": 4.69,
        "wl_per_cell_um": 10.1,
        "ant_nets": 0,
        "drtPass1Iterations": 4,
    },
    "status": {
        "outcome": "finished clean",
    },
    "job": {
        "warning_count": 40,
        "cap_violations": 0,
    },
    "placed_design": {
        "post_dp_cell_area_sq_um": 2340,
        "hpwl_mm": 2.35,
        "portBuffers": 15,
        "gp_congestion": 0.800,
    },
    "cells_and_area": {
        "design_area_sq_um": 2440,
        "syn2layout_area_growth_pct": 14.2,
        "drive_gt1_share_pct": 5.10,
    },
}
[state kept, by name, indices dropped and copies added (netlist names)]
signal,cells
Debounce_Switch_Inst.r_Count,18
Debounce_Switch_Inst.r_State,1
Inst1.r_Hex_Encoding,7
Inst2.r_Hex_Encoding,7
r_Count,4
r_Count2,4
r_Switch_1,1
[power groups by stage]
stage     Sequential (mW)  Combinational [mW]  Clock [mW]
5_1_grt             0.698              0.0206       0.506
4_1_cts             0.697              0.0183       0.472
6_report            0.697              0.0177       0.448
[cell families after synthesis]
logic type	Yosys count
fa+ha+maj	18
compound gates	32
xor+xnor	18
buf+inv	35
mux	2
flops	42
simple gates	91
[worst max-delay path, cell delays in order (launching register included)]
cell	delay, ns
dfxtp_1	0.46
o31a_1	0.26
nor3_4	0.06
o31ai_4	0.65
nor2_1	0.11
[layout by cell type (no fill, tap or decap), types with 2 or more instances in the layout]
cell type and count:
nor4_1 3, nand3_1 3, and2_1 3, nand2_1 15, a21oi_1 13, nor2_1 34, inv_1 29, nor3_1 7
a22oi_1 2, and3_1 4, a31oi_1 4, mux2i_1 2, dfxtp_1 33, a211oi_1 4, clkdlybuf4s50_1 15, clkbuf_8 6
o21ai_0 6, ha_1 18, nor2b_1 7, edfxtp_1 9, xnor2_1 11, nand2b_1 2, nand4_1 7, xor2_1 7
[final cells by class]
type                            count  area [sq um]
Timing Repair Buffer               15           150
Tap cell                           70          87.6
Inverter                           29           109
Fill cell                         479          2700
Clock inverter                      2          12.5
Clock buffer                        6          82.6
Multi-Input combinational cell    161          1070
Sequential cell                    42           931
[layer usage]
| layer | share of wire [%] | wire length [um] | track usage, % | vias to the layer above |
|---|---|---|---|---|
| li1 | - | - | - | 822 |
| met1 | 50 | 1640 | 18.5 | 674 |
| met2 | 46 | 1490 | 22.8 | 25 |
| met3 | 3.6 | 117 | 3.53 | 2 |
| met4 | 0.76 | 25 | 1.47 | 0 |
| met5 | 0 | 0 | 0 | - |
[worst max path at each step]
stage / start / to / slack [ns] / cells after the start
finish: Debounce_Switch_Inst.r_Count[7]$_SDFF_PN0_ / Debounce_Switch_Inst.r_Count[14]$_SDFF_PN0_ / 0.83 / 4
global route: Debounce_Switch_Inst.r_Count[14]$_SDFF_PN0_ / Debounce_Switch_Inst.r_Count[9]$_SDFF_PN0_ / 0.69 / 4
CTS: Debounce_Switch_Inst.r_Count[7]$_SDFF_PN0_ / Debounce_Switch_Inst.r_Count[14]$_SDFF_PN0_ / 0.80 / 4
[through the flow]
step / std cells / utilization [%] / setup slack [ns] / power [mW] / hold slack [ns]
floorplan: 238 / - / 1.00 / 0.727 / 0.382
global placement: 317 / 45.6 / 0.814 / 0.730 / 0.408
detailed placement: 317 / 45.6 / 0.771 / 0.731 / 0.401
CTS: 325 / 47.4 / 0.801 / 1.19 / 0.417
global route: 325 / 47.4 / 0.685 / 1.22 / 0.433
finish: 325 / 47.4 / 0.825 / 1.16 / 0.417
No activity file was given, so power comes from the tool's default toggle rates.
